[./config.mk]
export PLATFORM = sky130hd
export DESIGN_NAME = ledblink3
export DESIGN_NICKNAME = ledblink3
export VERILOG_FILES = /design/flow/design.v
export SDC_FILE = /design/flow/constraint.sdc
export NUM_CORES = 4
export LEC_CHECK = 1
export CORE_UTILIZATION = 40
[./constraint.sdc]
current_design ledblink3

set clk_period 4.0
set clk_io_pct 0.2

create_clock -name clk0 -period $clk_period [get_ports {CLOCK_50_B5B}]

set non_clock_inputs [all_inputs -no_clocks]
set_input_delay [expr $clk_period * $clk_io_pct] -clock clk0 $non_clock_inputs
set_output_delay [expr $clk_period * $clk_io_pct] -clock clk0 [all_outputs]
[./design.v]
module display_time(s1_bit, s10_bit, m1_bit, m10_bit, s1_counter, s10_counter, m1_counter, m10_counter, HEX0, HEX1, HEX2, HEX3);
input wire s1_bit;
input wire s10_bit;
input wire m1_bit;
input wire m10_bit;
input wire [4:0] s1_counter;
input wire [4:0] s10_counter;
input wire [4:0] m1_counter;
input wire [4:0] m10_counter;
output reg [6:0] HEX0;
output reg [6:0] HEX1;
output reg [6:0] HEX2;
output reg [6:0] HEX3;
localparam [6:0] one 	= 7'b1111001;	 
localparam [6:0] two 	= 7'b0100100;
localparam [6:0] three 	= 7'b0110000;
localparam [6:0] four 	= 7'b0011001;
localparam [6:0] five 	= 7'b0010010;
localparam [6:0] six		= 7'b0000010;
localparam [6:0] seven	= 7'b1111000;
localparam [6:0] eight	= 7'b0000000;
localparam [6:0] nine	= 7'b0010000;
localparam [6:0] zero	= 7'b1000000;
localparam [6:0] blank	= 7'b1111111;
always @ (posedge s1_bit) begin
	case(s1_counter)
		0:HEX0 <= 	zero;
		1:HEX0 <= 	one;
		2:HEX0 <= 	two;
		3:HEX0 <=  	three;
		4:HEX0 <= 	four;
		5:HEX0 <=  	five;
		6:HEX0 <= 	six;
		7:HEX0 <= 	seven;
		8:HEX0 <=  	eight;
		9:HEX0 <= 	nine;
	endcase
end
always @ (posedge s10_bit) begin
	case(s10_counter)
		0:HEX1 <= 	zero;
		1:HEX1 <= 	one;
		2:HEX1 <= 	two;
		3:HEX1 <=  	three;
		4:HEX1 <= 	four;
		5:HEX1 <=  	five;
		6:HEX1 <= 	six;
		7:HEX1 <= 	seven;
		8:HEX1 <=  	eight;
		9:HEX1 <= 	nine;
	endcase
end
always @ (posedge m1_bit) begin
	case(m1_counter)
		0:HEX2 <= 	zero;
		1:HEX2 <= 	one;
		2:HEX2 <= 	two;
		3:HEX2 <=  	three;
		4:HEX2 <= 	four;
		5:HEX2 <=  	five;
		6:HEX2 <= 	six;
		7:HEX2 <= 	seven;
		8:HEX2 <=  	eight;
		9:HEX2 <= 	nine;
	endcase
end
always @ (posedge m10_bit) begin
	case(m10_counter)
		0:HEX3 <= 	zero;
		1:HEX3 <= 	one;
		2:HEX3 <= 	two;
		3:HEX3 <=  	three;
		4:HEX3 <= 	four;
		5:HEX3 <=  	five;
		6:HEX3 <= 	six;
		7:HEX3 <= 	seven;
		8:HEX3 <=  	eight;
		9:HEX3 <= 	nine;
	endcase
end
endmodule
module ledblink3(
	input CLOCK_50_B5B,
	input hold,
	input KEY0, KEY1, KEY2, KEY3,
   output led,
	output [6:0] HEX0,
	output [6:0] HEX1,
	output [6:0] HEX2,
	output [6:0] HEX3  
   );
	wire s1_bit, s10_bit, m1_bit, m10_bit;
	wire [4:0] s1_counter;
	wire [4:0] s10_counter;
	wire [4:0] m1_counter;
	wire [4:0] m10_counter;
	s_clock			second_oscillator	(CLOCK_50_B5B, led, s1_bit, hold);
	s1					second_counter		(s1_bit, s10_bit, s1_counter);
	s10				ten_sec_counter	(s10_bit, m1_bit, s10_counter);
	m1					minute_counter		(m1_bit, m10_bit, m1_counter);
	m10				ten_min_counter	(m10_bit, m10_counter);
	display_time	seven_seg_disp		(s1_bit, s10_bit, m1_bit, m10_bit, s1_counter, s10_counter, m1_counter, m10_counter, HEX0, HEX1, HEX2, HEX3);
endmodule
module m1(m1_bit, m10_bit, m1_counter);
input m1_bit;
output reg m10_bit;
output reg [4:0] m1_counter;								
initial begin
	m10_bit 	= 0;
end
always @ (posedge m1_bit)begin
	m1_counter <= m1_counter + 1;
	if (m1_counter == 5)m10_bit <= !m10_bit;
	if (m1_counter == 0)m10_bit <= !m10_bit;
	if (m1_counter == 9)begin
		m1_counter <=0;
	end
end
endmodule
module m10(m10_bit, m10_counter);
input m10_bit;
output reg [4:0] m10_counter;							
always @ (posedge m10_bit)begin
	m10_counter <= m10_counter + 1;
	if (m10_counter == 5)begin
		m10_counter <=0;
	end
end
endmodule
module s1(s1_bit, s10_bit, s1_counter);
input s1_bit;
output reg s10_bit;
output reg [4:0] s1_counter;							 
initial begin
	s10_bit 	= 0;
end
always @ (posedge s1_bit) begin
	s1_counter <= s1_counter + 1;
	if (s1_counter == 5)s10_bit <= !s10_bit;
	if (s1_counter == 0)s10_bit <= !s10_bit;
	if (s1_counter == 9)s1_counter <=0;
end
endmodule
module s10(s10_bit, m1_bit, s10_counter);
input s10_bit;
output reg m1_bit;
output reg [4:0] s10_counter;							
initial begin
	m1_bit 	= 0;
end
always @ (posedge s10_bit)begin
	s10_counter <= s10_counter + 1;
	if (s10_counter == 3)m1_bit <= !m1_bit;
	if (s10_counter == 0)m1_bit <= !m1_bit;
	if (s10_counter == 5)begin
		s10_counter <=0;
	end
end
endmodule
module s_clock(CLOCK_50_B5B,
					led,
					s1_bit,
					hold);
input hold;
input CLOCK_50_B5B;
output led;
output reg s1_bit;
integer counter;							 
initial begin
	s1_bit 	= 0;
end
always @ (posedge CLOCK_50_B5B)begin
	if (hold == 0)begin
		counter <= counter + 1;
		if(counter >= 25000000)begin
			counter <=0;
			s1_bit <= !s1_bit;
		end
   end
end	
assign led = s1_bit;
endmodule
[./run.sh]
#!/bin/bash
# OpenROAD 26Q1-2900-gdf79404cd8, Yosys 0.63+post, stock flow scripts
make -C /OpenROAD-flow-scripts/flow DESIGN_CONFIG=/design/flow/config.mk WORK_HOME=/design/flow/orfs finish
==> impl_metrics.env <==
# source this file to load flow results
export IMPL_max_freq_ghz=0.428
export IMPL_initial_core_util_pct=41.4
export IMPL_area_combinational_mm2=0.00196
export IMPL_io_buffers=30
export IMPL_critPathCapture="second_oscillator.counter[25]"
export IMPL_grt_pass1_wl_um=12000
export IMPL_hold_viol=0
export IMPL_topCellsByArea="edfxtp_1 (43%), dfxtp_1 (8.9%), ha_1 (5.0%), nor2_1 (4.2%), xnor2_1 (4.1%)"
export IMPL_untimed_endpoints=110
export IMPL_gr_total_overflow=0
export IMPL_synth_area_per_cell_um2=10.2
export IMPL_vias=2965
export IMPL_p_leak_nw=1.83
export IMPL_layout_top_cell="edfxtp_1"
export IMPL_tool_warnings=43
export IMPL_final_layout_top_logic_cells="edfxtp_1 (64), nor2_1 (51), clkdlybuf4s50_1 (30)"
export IMPL_numSynthFlops=84
export IMPL_power_uw=732
export IMPL_period_used_pct=58.5
export IMPL_track_usage_pct=13.0
export IMPL_root_buffer="clkbuf_8"
export IMPL_slew_headroom_pct=44.0
export IMPL_ys_types=52
export IMPL_rr_startpoint="second_oscillator.counter[18]"
export IMPL_wirelength_um=6790
export IMPL_grt_pass1_vias=2660
export IMPL_antenna_found_initial=0
export IMPL_drtAntennaViolNets=0
export IMPL_row_count=38
export IMPL_unclocked_pins=51
export IMPL_dieWidth_um=108
export IMPL_setup_viol=0
export IMPL_path_cells="and3_2 -> a21oi_1 -> o21a_1 -> a311oi_4 -> buf_4 -> nor2_1"
export IMPL_insertion_delay_ns=0.28
export IMPL_ys_seq_share_pct=51.5
export IMPL_cp_depth=6
export IMPL_post_cts_buffers=0
export IMPL_crit_arrival_ns=2.37
export IMPL_final_fill_count=1007
export IMPL_die_y_um=108
export IMPL_worstPathRequired_ns=4.03
export IMPL_dp_hpwl_um=4830
export IMPL_synthArstFlopShare_pct=0
export IMPL_worstPathMaxFanout=14
export IMPL_cpMaxStageDelayCell="a311oi_4"
export IMPL_cts_resized=0
export IMPL_diodes=0
export IMPL_critPathTopFamily="AND-OR/OR-AND gates"
export IMPL_reg2reg_setup_slack_ns=1.66
export IMPL_fin_skew_ns=0.00312
export IMPL_synth_edff_count=64
export IMPL_die_area_mm2=0.0117
export IMPL_first_pass_iters=4
export IMPL_r2r_worst_path_cells=6
export IMPL_flop_area_mm2=0.00232
export IMPL_period_needed_ns=2.34
export IMPL_worstReg2RegEnd="second_oscillator.counter[25]"
export IMPL_syn_cell_area_mm2=0.00451
export IMPL_ir_worst_vdd_v=0.000214
export IMPL_setup_tns_ns=0
export IMPL_route_detailed_drc=0
export IMPL_cp_start_kind="flip-flop"
export IMPL_top_cell_area_share_pct=42.7
export IMPL_drt_iter0_markers=155
export IMPL_max_cap_violations=0
export IMPL_crit_buf_inv=1
export IMPL_grt_max_degree=21
export IMPL_synthCells=441
export IMPL_gp_congestion=0.816
export IMPL_ios=35
export IMPL_yosys_area_mm2=0.00451
export IMPL_core_mm2=0.0109
export IMPL_p_per_area_mw_per_mm2=148
export IMPL_yosysCellCount=441
export IMPL_clk_pin_slew_worst_paths_ns=0.06
export IMPL_post_route_util_pct=45.5
export IMPL_cts_buffer_depth=2
export IMPL_htreeDepth=2
export IMPL_status="completed"
export IMPL_endpoint_kind="flip-flop"
export IMPL_max_slew_worst_pin_slew_ns=0.831
export IMPL_largest_area_cell="edfxtp_1"
export IMPL_layout_drive_gt1_share_pct=9.05
export IMPL_cts_buffers=5
export IMPL_ff_type="edfxtp_1"
export IMPL_hp_class="reg -> reg"
export IMPL_slew_viol_final=0
export IMPL_via_per_inst=5.00
export IMPL_cts_tree="built"
export IMPL_crit_start="second_oscillator.counter[18]"
export IMPL_wl_per_cell_um=11.5
export IMPL_hold_buffers=0
export IMPL_worstSetupPathType="reg -> reg"
export IMPL_area_growth_pct=10.0
export IMPL_timing_critical_path_slowest_cell_delay_ns=0.73
export IMPL_ys_warnings_count=6
export IMPL_rsz0062_at_grt="false"
==> how the worst min path moves through the flow <==
| stage | slack, ns | start | cells past startpoint | end |
|---|---|---|---|---|
| after CTS | 0.64 | second_oscillator.counter[20] | 2 | second_oscillator.counter[20] |
| final | 0.64 | second_oscillator.counter[22] | 2 | second_oscillator.counter[22] |
| after global routing | 0.67 | second_oscillator.counter[30] | 1 | second_oscillator.counter[31] |
==> power by group <==
part | total (mW) | switching, mW | leakage (nW) | internal (mW)
registers | 0.439 | 0.0261 | 0.847 | 0.413
clock network | 0.229 | 0.112 | 0.0387 | 0.117
logic | 0.0639 | 0.0361 | 0.942 | 0.0278
total | 0.732 | 0.174 | 1.83 | 0.558
==> synthesized netlist by cell type, types with 4 or more instances <==
| master | number |
|---|---|
| edfxtp_1 | 64 |
| nor2_1 | 51 |
| inv_1 | 26 |
| nand2_1 | 26 |
| a21oi_1 | 23 |
| nor2_2 | 21 |
| xnor2_1 | 21 |
| clkbuf_1 | 20 |
| dfxtp_1 | 20 |
| nand3_1 | 19 |
| ha_1 | 18 |
| o21ai_0 | 15 |
| xor2_1 | 14 |
| nor3_1 | 12 |
| nor4_1 | 7 |
| nand4_1 | 6 |
| a31oi_1 | 5 |
| mux2i_1 | 5 |
| o21a_1 | 5 |
| o22ai_1 | 5 |
| and4_1 | 4 |
| buf_2 | 4 |
| nor2b_1 | 4 |
| nor3b_1 | 4 |
| o211ai_1 | 4 |
==> stage by stage <==
stage / std cells / setup slack, ns / area (um^2) / hold slack (ns)
CTS: 593 / 1.62 / 4960 / 0.644
detailed placement: 586 / 1.63 / 4880 / 0.612
global placement: 586 / 1.65 / 4880 / 0.612
global route: 593 / 1.48 / 4960 / 0.671
floorplan: 441 / 1.99 / 4510 / 0.580
finish: 593 / 1.66 / 4960 / 0.637
==> cell families (layout without fill, tap and decap cells) <==
family | Yosys count | count (layout) | synth area share, %
AND-OR/OR-AND | 67 | 67 | 9.05
XOR/XNOR | 35 | 35 | 6.80
adder cells (fa/ha/maj) | 18 | 18 | 5.00
buffers and inverters | 54 | 66 | 5.14
flip-flops | 84 | 84 | 51.5
multiplexers | 6 | 6 | 1.36
AND/OR/NAND/NOR | 177 | 177 | 21.1
==> cell type report <==
class / instances / share of cell area (%)
Timing Repair Buffer: 33 / 6.51
Tap cell: 140 / 3.53
Multi-Input combinational cell: 303 / 39.6
Clock buffer: 6 / 1.46
Sequential cell: 84 / 46.8
Clock inverter: 1 / 0.0757
Inverter: 26 / 1.97
==> state kept, by name, indices dropped and copies added, names as in the netlist <==
signal / cells
ten_sec_counter.m1_bit: 1
minute_counter.m1_counter: 5
second_counter.s1_counter: 5
ten_min_counter.m10_counter: 5
second_counter.s10_bit: 1
seven_seg_disp.HEX3: 7
seven_seg_disp.HEX2: 7
second_oscillator.counter: 32
minute_counter.m10_bit: 1
seven_seg_disp.HEX0: 7
seven_seg_disp.HEX1: 7
ten_sec_counter.s10_counter: 5
second_oscillator.s1_bit: 1
==> per-layer routing <==
layer | vias up | track usage [%] | wire [um]
met3 | 5 | 1.66 | 214
met1 | 1356 | 22.1 | 3560
met2 | 45 | 19.7 | 2970
li1 | 1559 | - | -
met4 | 0 | 0.978 | 50
met5 | - | 0 | 0
==> worst register-to-register path, delay by kind of cell, from the launching register on <==
family	cells	cell delay [ns]
buffers and inverters	1	0.36
flip-flops	1	0.40
AND-OR/OR-AND	3	1.00
AND/OR/NAND/NOR	2	0.33
No activity file was given, so power comes from the tool's default toggle rates.
